File: /design/flow/constraint.sdc
current_design LemonLite_GHRD_top

set clk_period 2.0
set clk_io_pct 0.2

create_clock -name clk0 -period $clk_period [get_ports {CLK_IN}]

set non_clock_inputs [all_inputs -no_clocks]
set_input_delay [expr $clk_period * $clk_io_pct] -clock clk0 $non_clock_inputs
set_output_delay [expr $clk_period * $clk_io_pct] -clock clk0 [all_outputs]
File: /design/flow/design.v
module LemonLite_GHRD_top (
	input	   wire			CLK_IN,
	input	   wire			nRST,
	output	wire			CMOS_SIO_C,
	output	wire			CMOS_SIO_D,
	output	wire			CMOS_RESET,
	output	wire			CMOS_PWDN,
	output	wire			CMOS_XCLK,
	input	   wire	[7:0]	CMOS_D,
	input	   wire			CMOS_VSYNC,
	input	   wire			CMOS_HREF,
	input	   wire			CMOS_PCLK,
	output	wire	[3:1]	VGA_R,
	output	wire	[3:0]	VGA_G,
	output	wire	[3:0]	VGA_B,
	output	wire			VGA_VS,
	output	wire			VGA_HS,
	output	wire			   SDR_CS_n,
	output	wire			   SDR_RAS_n,
	output	wire			   SDR_CAS_n,
	output	wire			   SDR_WE_n,
	output	wire			   SDR_CKE,
	output	wire			   SDR_CLK,
	output	wire	[12:0]	SDR_A,
	output	wire	[ 1:0]	SDR_BA,
	inout 	wire	[ 1:0]	SDR_DQM,
	inout 	wire	[15:0]	SDR_DQ,
	output	   				LEDOUT_UART_TX,
	input	   wire			   KEYIN_UART_RX
);
	basic_uart_tx uBasic_uart_tx (
	.iClk    (CLK_IN),
	.iRst_n  (nRST),
	.oUart_tx(LEDOUT_UART_TX));
endmodule
module basic_uart_tx (
	input 	iClk,
	input 	iRst_n,
	output 	oUart_tx);
	parameter N	= 9;
	parameter STATE_N_BIT  = 4;
	parameter IDLE_ST      = 4'b0000;
	parameter START_BIT_ST = 4'b0001;
	parameter DATA_1_ST    = 4'b0010;
	parameter DATA_2_ST    = 4'b0011;
	parameter DATA_3_ST    = 4'b0100;
	parameter DATA_4_ST    = 4'b0101;
	parameter DATA_5_ST    = 4'b0110;
	parameter DATA_6_ST    = 4'b0111;
	parameter DATA_7_ST    = 4'b1000;
	parameter DATA_8_ST    = 4'b1001;
	parameter STOP_BIT_ST  = 4'b1010;
	reg [N-1:0] rCnt_baud;
	reg         rTx_clk;
	reg         rUart_tx;
	reg [7:0]   rUart_data;
	reg [STATE_N_BIT-1:0] cur_st;
	reg [STATE_N_BIT-1:0] nxt_st;
	always @(posedge iClk or negedge iRst_n)
	begin
		if (!iRst_n) begin
			rCnt_baud <= {N{1'b0}};
			rTx_clk   <= 1;
		end
		else if (rCnt_baud == (50000000/115200 >> 1'b1)) begin
			rTx_clk   <= 0;
			rCnt_baud <= rCnt_baud + 1'b1;
		end
		else if (rCnt_baud == (50000000/115200 - 1'b1)) begin
			rTx_clk   <= 1;
			rCnt_baud <= {N{1'b0}};
		end
		else begin
			rCnt_baud <= rCnt_baud + 1'b1;
		end
	end
	always @(posedge rTx_clk or negedge iRst_n)
	begin
		if (!iRst_n) begin
			cur_st     <= IDLE_ST;
			rUart_data <= 8'h41;  
		end
		else begin
			cur_st     <= nxt_st;
		end
	end
	always @(*) 
	begin
		case (cur_st)
			default     :
				begin
					nxt_st   = START_BIT_ST;
					rUart_tx = 1'b1;
				end
			START_BIT_ST:
				begin
					nxt_st   = DATA_1_ST;
					rUart_tx = 1'b0;
				end
			DATA_1_ST   :
				begin
					nxt_st   = DATA_2_ST;
					rUart_tx = rUart_data[0];
				end
			DATA_2_ST   :
				begin
					nxt_st   = DATA_3_ST;
					rUart_tx = rUart_data[1];
				end
			DATA_3_ST   :
				begin
					nxt_st   = DATA_4_ST;
					rUart_tx = rUart_data[2];
				end
			DATA_4_ST   :
				begin
					nxt_st   = DATA_5_ST;
					rUart_tx = rUart_data[3];
				end
			DATA_5_ST   :
				begin
					nxt_st   = DATA_6_ST;
					rUart_tx = rUart_data[4];
				end
			DATA_6_ST   :
				begin
					nxt_st   = DATA_7_ST;
					rUart_tx = rUart_data[5];
				end
			DATA_7_ST   :
				begin
					nxt_st   = DATA_8_ST;
					rUart_tx = rUart_data[6];
				end
			DATA_8_ST   :
				begin
					nxt_st   = STOP_BIT_ST;
					rUart_tx = rUart_data[7];
				end
			STOP_BIT_ST :
				begin
					nxt_st   = IDLE_ST;
					rUart_tx = 1'b1;
				end
		endcase
	end
	assign oUart_tx = rUart_tx;
endmodule
File: /design/flow/config.mk
export PLATFORM = sky130hd
export DESIGN_NAME = LemonLite_GHRD_top
export DESIGN_NICKNAME = LemonLite_GHRD_top
export VERILOG_FILES = /design/flow/design.v
export SDC_FILE = /design/flow/constraint.sdc
export NUM_CORES = 4
export LEC_CHECK = 1
export CORE_AREA = 10 10 95 95
export DIE_AREA = 0 0 105 105
File: /design/flow/run.sh
#!/bin/bash
# OpenROAD 26Q1-2900-gdf79404cd8, Yosys 0.63+post, stock flow scripts
make -C /OpenROAD-flow-scripts/flow DESIGN_CONFIG=/design/flow/config.mk WORK_HOME=/design/flow/orfs finish
==> run notes <==
Flow results follow.

The flow ran to the end, and the final reports show no timing, DRC or antenna violations. The horizontal die dimension is 105 microns. The biggest cell delay along the critical path is 520 ps. Post-synthesis, Yosys gives the total cell area as 1079 sq um. The number of cells in the finished layout apart from fillers is 202.

The CTS report gives the tree buffer count as 3. The global-route wire length before repair is ~2700 microns. The share of the core area taken by cells at floorplan is 15.62%.

Warnings raised by the tools during the run amount to 56. The library cell used most frequently in the layout, excluding fill and tap cells, is conb_1. For this run, the detailed router's first-pass iteration total came to 2. The design internal power is 344.8 uW. Averaged over all synthesized cells, the footprint is 10.79 sq um.

The maximum net fanout on the critical path is 5. The switching part of the total power is 19.35%. The share of cells above drive strength 1 is 6.604%. The core region is ~7000 sq um. The chip occupies 11030 sq um.

The class of the most critical setup path is reg2reg. Per the skew report, the later register of the worst-skew pair sees a clock latency of 230 ps. In the placement report, post-DP HPWL is listed as 1318 microns. The DRC violation total after the first TritonRoute iteration is 34.

The required time of the critical path is between 2000 and 2500 ps. The data arrival time reported for the critical path is 1660 ps. The clock edge transition at the registers on the reported setup and hold paths is 50 ps. The worst register-to-register path depth is 5.

The longest clock path from root to sink contains 2 buffers. Looking at the clock tree report, the H-tree level count equals 1. In the post-route report, total wirelength is listed as between 1500 and 2000 microns. The chip height is between 100 and 150 microns.

The sequential share of the synthesized area is between 40% and 50%. The worst hold path stage count is 1. The number of global-route vias before repair is around 600. Before any placement, the netlist area is recorded as 1079 sq um. The post-detailed-route DRC marker count is 0. The combinational cell fraction of total power is 3.6%. The switching component of the power is 82.74 uW. The count of buffers added by post-CTS timing repair for setup is 0.

The power density of the placed cells is approximately 380 nW/um^2. The area growth from synthesis to layout is 3.945%. The share of power burned in the clock network is 48.9%. The row count is 30.

30 endpoints have no timing constraint. The number of antenna diodes is 0. The headroom to the max-slew limit is 62.25%. Setup repair after global routing left no endpoint under its margin.

According to the I/O placement log, the pin count is 72. The synthesized design contains 21 register bits. VDD sags by at most 157.2 uV. The total overflow reported by the global router is 0. As logged by OpenROAD, the buffers inserted on ports number 2. The count of cell types in the netlist is 23. The overall track demand over capacity in global routing is about 2.9%. After routing, the total negative slack on setup checks comes to 0 ps. The initial antenna violation count is 0. Subtracting the final worst setup slack from the clock period gives 1558 ps. The number of register pins that no clock reaches is 11. The maximum number of pins on one net before global-route repair is 14.

The highest clock rate this design can be run at is roughly 0.64 GHz. The hold buffer count at cts is 0. The post-synthesis cell count from yosys is 100.

The type of origin of the critical path is a register. The ratio of final minimum period to clock period is 77.88%. Ranking logic cells in the layout by count gives the top entries 39 x conb_1, 19 x dfrtp_1, 5 x nor2_1, 4 x inv_1, 4 x nand3_1. Listed in order, past its start point the critical path passes inv_1 > ha_1 > nand4b_1 > nor4_2 > nor2_1. The detail route stage leaves a number of antenna-violating nets equal to 0. The yosys warning tally is 40. Note that the worst hold path type here is reg2reg. The number of maximum-capacitance constraint violations is 0. The routed length per placed instance is 8.020 microns. The number of gates resized after CTS was 0. Endpoints failing hold in the final report were tallied at 0. Using the TritonRoute via totals, the vias-per-cell ratio works out to 2.733. The clock skew after layout is just under 5 ps. After its last routability iteration, the placer logged a weighted congestion of 0.7386. Looking at the power breakdown, sequential logic takes 47.5% of the total.

The count of pins over their slew limit is 0. The capturing element type of the critical path is a register. The setup-violating endpoint count in the final report is 0. The slowest stage cell on the critical path is nor4_2. The cell leakage power is 0.5162 nW. The number of placed instances, taps included is 198. Synthesis handed over a netlist of 100 instances.

The clock root buffer is clkbuf_8. The pin closest to its max-slew limit shows a slew of roughly 560 ps. The CTS tree is built. The total number of vias is approximately 550.
## layout make-up
type | instances | area (sq um)
well taps | 96 | 120.1
multi-input cells | 74 | 385.4
repair buffers | 3 | 27.53
fillers | 787 | 5786
flip-flops and latches | 21 | 528.0
clock buffers | 4 | 45.04
inverters | 4 | 15.01
## logic make-up (layout without fill, tap and decap cells)
logic type / count (synthesis) / after routing / share of synthesized area [%]
fa+ha+maj: 2 / 2 / 2.320
simple gates: 19 / 19 / 9.977
compound gates: 9 / 9 / 5.800
flops: 21 / 21 / 48.96
other cells: 1 / 39 / 0.3477
buf+inv: 43 / 11 / 28.54
xor+xnor: 5 / 5 / 4.061
## power by group through the flow
stage	clock network [mW]	logic [mW]	registers [mW]
CTS	0.219	0.0186	0.203
global route	0.232	0.0215	0.203
finish	0.209	0.0153	0.203
## sequential cells by signal (all words and copies together) (netlist names)
signal / cells
uBasic_uart_tx.rCnt_baud: 9
uBasic_uart_tx.cur_st: 11
uBasic_uart_tx.rTx_clk: 1
## worst paths after layout
path | start | to | slack [ps]
max reg2reg | uBasic_uart_tx.rCnt_baud[1]$_DFF_PN0_ | uBasic_uart_tx.rCnt_baud[2]$_DFF_PN0_ | 440
max in group asynchronous | nRST | uBasic_uart_tx.rTx_clk$_DFFE_PN1P_ | 1090
min in group asynchronous | nRST | uBasic_uart_tx.rCnt_baud[3]$_DFF_PN0_ | 540
min reg2reg | uBasic_uart_tx.rCnt_baud[0]$_DFF_PN0_ | uBasic_uart_tx.rCnt_baud[0]$_DFF_PN0_ | 510
min | uBasic_uart_tx.rCnt_baud[0]$_DFF_PN0_ | uBasic_uart_tx.rCnt_baud[0]$_DFF_PN0_ | 510
max | uBasic_uart_tx.rCnt_baud[1]$_DFF_PN0_ | uBasic_uart_tx.rCnt_baud[2]$_DFF_PN0_ | 440
## metrics by stage
step / cell area [sq um] / hold WS, ps / setup slack [ps] / power [mW] / util, %
after floorplan: 1221 / 104.4 / 657.7 / 0.2602 / -
after global placement: 1076 / 505.3 / 460.2 / 0.2256 / 15.58
after detailed placement: 1076 / 515.4 / 433.0 / 0.2244 / 15.58
after CTS: 1121 / 523.1 / 421.4 / 0.4405 / 16.23
after global routing: 1121 / 566.2 / 262.8 / 0.4563 / 16.23
final: 1121 / 512.9 / 442.3 / 0.4275 / 16.23
## cells in the mapped netlist (all sizes together)
cell    count  area (sq um)
buf        39         292.8
o31a        1         8.760
o41ai       1         8.760
dfrtp      19         475.5
o311ai      2         17.52
nor2        5         18.77
ha          2         25.02
conb        1         3.750
or4         2         15.01
o211ai      1         7.510
nand3       4         20.02
xor2        2         17.52
nor4        2         18.77
o21ai       3         15.01
xnor2       3         26.28
inv         4         15.01
nand4b      1         8.760
nand2       2         7.510
a21oi       1         5.000
or3         1         6.260
nand4       2         12.51
dfstp       2         52.55
## layer usage
metal	part of all wire, %	wire (microns)	vias up	track usage (%)
met5	0	0	-	0
met4	0	0	0	0.1961
met3	4.8	78	0	1.118
met2	42	687	23	3.915
met1	53	854	261	4.275
li1	-	-	268	-
## worst max-delay path, delay by kind of cell (launching register included)
kind	cells	cell delay [ps]
simple gates	3	820
flops	1	400
fa+ha+maj	1	140
buf+inv	1	70
No activity file was given, so power comes from the tool's default toggle rates.
